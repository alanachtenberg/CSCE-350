File: ./design.v
module MUX32_2to1(a0, a1, sel, out);
   input [31:0] a0, a1;
   input 	sel;
   output [31:0] out;
   reg [31:0] 	 out;
   always @(a0 or a1 or sel)
      if (sel == 0) out = a0;
      else          out = a1;
endmodule  
module MUX32_3to1(a0, a1, a2, sel, out);
   input [31:0] a0, a1, a2;
   input [1:0] 	sel;
   output [31:0] out;
   reg [31:0] 	 out;
   always @(a0 or a1 or a2 or sel)
      if (sel == 0) out = a0;
      else if (sel == 1) out = a1;
	   else out = a2;
endmodule  
module MUX5_2to1(a0, a1, sel, out);
   input [4:0]  a0, a1;
   input 	sel;
   output [4:0] out;
   reg [4:0] 	out;
   always @(a0 or a1 or sel)
      if (sel == 0) out = a0;
      else          out = a1;
endmodule  
File: ./run.sh
#!/bin/bash
# OpenROAD 26Q1-2900-gdf79404cd8, Yosys 0.63+post, stock flow scripts
make -C /OpenROAD-flow-scripts/flow DESIGN_CONFIG=/design/flow/config.mk WORK_HOME=/design/flow/orfs finish
File: ./config.mk
export PLATFORM = sky130hd
export DESIGN_NAME = MUX32_3to1
export DESIGN_NICKNAME = MUX32_3to1
export VERILOG_FILES = /design/flow/design.v
export SDC_FILE = /design/flow/constraint.sdc
export NUM_CORES = 4
export LEC_CHECK = 1
export CORE_AREA = 10 10 78 78
export DIE_AREA = 0 0 88 88
File: ./constraint.sdc
current_design MUX32_3to1

set clk_period 3.2
set clk_io_pct 0.2

create_clock -name clk0 -period $clk_period

set non_clock_inputs [all_inputs -no_clocks]
set_input_delay [expr $clk_period * $clk_io_pct] -clock clk0 $non_clock_inputs
set_output_delay [expr $clk_period * $clk_io_pct] -clock clk0 [all_outputs]
==> results.txt <==
Update from the flow run.

The sort of element at the end of the critical path is a primary output. Before placement the cells fill between 10% and 20% of the core. The path class of the lowest-slack min-delay path is primary input to primary output. The global routing usage summed across all routing layers is 10.19%. Per the run report, area growth between synthesis and finish was 179.9%. Per the GRT congestion report, total overflow comes to 0.

The number of distinct standard cells referenced by the synthesized netlist is 8. The static leakage is 0.8307 nW. In the routed netlist, the antenna diode instances number 0. In this run the worst path has a maximum fanout of 26. Setup repair after global routing left no endpoint under its margin.

The layout has 430 filler cells. The total half-perimeter wirelength after legalization and detailed placement is 3790 um. The maximum vdd ir drop is 56.74 uV. The largest area contributor in the synthesized netlist is mux2i_1. The layout summary lists the proportion of cells stronger than drive strength 1 as 3.057%. In the final report, the number of endpoints failing setup comes to 0.

After layout, the worst setup slack is between 0.6 and 0.7 ns. The total count of hold-check failures in the final report is 0. The kind of launch point of the worst setup path is a primary input. The critical path is of the primary input to primary output type.

The clock tree buffer count of the final layout is 0. Sorting the synthesized cells by area gives the leading types as mux2i_1 45%, o21ai_1 20%, nand2_1 17%. Summing all multi-input logic gate instances after layout gives slightly above 600 um^2. The initial antenna violation count was 0. The sequential cell area is 0 um^2. The DRC violations left is 0.

In the routed layout, each cell is associated on average with a via count of 4.107. OpenSTA, run right after detailed placement, puts the worst setup slack at about 0.64 ns. The design draws 0.2583 mW. By count the netlist is led by 32 x mux2i_1, 32 x nand2_1, 28 x o21ai_1, 7 x buf_2, 3 x buf_12. The post-synthesis sequential area ratio is 0%. The cts-stage hold buffer count is 0. The minimum period implied by the final worst setup slack is roughly 2.5 ns. According to the floorplan report, the die height is 88 um. The number of design-rule violations left by the first detailed-router iteration is 24.

The maximum number of pins on one net before global-route repair is 33. The report counts max-capacitance violations totalling 0. The final wirelength is 4241 um. The cell count after synthesis is 107. During I/O placement, the number of pins put on the boundary was approximately 130. The critical path's slowest stage uses the library cell clkdlybuf4s50_1. The report lists the cells along the critical path as buf_2 > buf_4 > nand2_1 > o21ai_1 > clkdlybuf4s50_1. The detail route stage leaves a number of antenna-violating nets equal to 0. The run finished with clean final reports.

The chip area is 7744 um^2. The synthesized netlist occupies a cell area of 714.4 um^2. The area share of the largest cell type after synthesis is 44.83%.

According to the timing report, the arrival time at the worst endpoint equals 1.88 ns. Derived from the worst setup path, the maximum achievable clock frequency is approximately 0.4 GHz. Per the Yosys statistics, synthesis produced 107 cells. The first global-routing pass estimated 6479 um of wire. The via count is 1154.

Warnings reported by Yosys during synthesis add up to 1. In the finished design the tool counted flip-flops and latches totalling 0. The number of global-route vias before repair is 1170. In this run the tool buffered the top-level ports with 130 buffer cells. The final setup TNS is 0 ns. The highest cell delay on the worst timing path is 0.49 ns. The overall die width is 88 um.

Final hold analysis gives a worst-case slack of 2.026 ns. The slew at the pin closest to its max-slew limit is ~0.3 ns. The mean instance size in the synthesized netlist is 6.677 um^2. The total number of warnings across the stage logs is 32.

The placement summary gives the final routability congestion estimate as 0.7799. The number of optimization iterations in the first detailed-route pass is 3. After synthesis, the chip area reported by Yosys is around 710 um^2.

The core region is 4414 um^2. The worst path required time is 2.56 ns. The number of setup buffers added after CTS is 0.

The tightest slew margin relative to the limit is 79.83%. The post-cts gate resize count is 0. The count of final max-slew check failures is 0. After floorplanning, the core was divided into 24 placement rows.

The wire length per cell after detailed routing is 15.09 um. The final clock period utilization by the worst path is 78.89%. The power density over the cells is 129.2 nW/um^2.
==> per-stage QoR <==
step / cell area [um^2] / instances / util, %
3_3_place_gp: 1999 / 281 / 45.29
3_5_place_dp: 1999 / 281 / 45.29
4_1_cts: 1999 / 281 / 45.29
5_1_grt: 1999 / 281 / 45.29
2_1_floorplan: 714.4 / 107 / -
6_report: 1999 / 281 / 45.29
==> per-layer routing <==
metal	vias to the layer above	routed length (um)	track usage, %
li1	624	-	-
met1	466	1589	11.79
met2	64	2114	18.52
met3	0	537	3.742
met4	0	0	0
met5	-	0	0
==> cells by family (layout without fill, tap and decap cells) <==
kind of cell / after synthesis / in the layout / synth area share (%)
AOI/OAI and AO/OA: 32 / 32 / 23.47
buffers and inverters: 11 / 133 / 14.89
muxes: 32 / 32 / 44.83
and+or+nand+nor: 32 / 32 / 16.81
==> where the power goes <==
part / total, mW / switching (mW) / internal [mW]
clock network: 0 / 0 / 0
logic: 0.258 / 0.0647 / 0.194
registers: 0 / 0 / 0
total: 0.258 / 0.0647 / 0.194
==> final timing paths <==
check,from,endpoint,slack [ns],depth (start not counted)
worst max-delay path,sel[1],out[30],0.68,5
worst min-delay path,sel[1],out[18],2.03,4
==> cell usage in the layout, fill, tap and decap left out <==
cell and n:
o21ai_0 2, nand2_1 32, clkdlybuf4s50_1 128, buf_4 2, o21ai_1 28, o21ai_2 2
mux2i_1 32, buf_2 2, buf_12 1
==> final cells by class <==
class | count | share of cell area, %
Multi-Input combinational cell | 96 | 30.41
Tap cell | 52 | 3.254
Timing Repair Buffer | 133 | 66.33
==> worst max-delay path: cells and delay by family <==
kind | cells | cell delay (ns)
buffers and inverters | 3 | 1.09
AOI/OAI and AO/OA | 1 | 0.08
and+or+nand+nor | 1 | 0.07
Power is estimated from default activity; no workload was simulated.
