### constraint.sdc
current_design ripple_carry_adder_32bit

set clk_period 31.2
set clk_io_pct 0.2

create_clock -name clk0 -period $clk_period

set non_clock_inputs [all_inputs -no_clocks]
set_input_delay [expr $clk_period * $clk_io_pct] -clock clk0 $non_clock_inputs
set_output_delay [expr $clk_period * $clk_io_pct] -clock clk0 [all_outputs]
### config.mk
export PLATFORM = sky130hd
export DESIGN_NAME = ripple_carry_adder_32bit
export DESIGN_NICKNAME = ripple_carry_adder_32bit
export VERILOG_FILES = /design/flow/design.v
export SDC_FILE = /design/flow/constraint.sdc
export NUM_CORES = 4
export LEC_CHECK = 1
export CORE_AREA = 10 10 83 83
export DIE_AREA = 0 0 93 93
### run.sh
#!/bin/bash
# OpenROAD 26Q1-2900-gdf79404cd8, Yosys 0.63+post, stock flow scripts
make -C /OpenROAD-flow-scripts/flow DESIGN_CONFIG=/design/flow/config.mk WORK_HOME=/design/flow/orfs finish
### design.v
module full_adder(S, Cout,A,B,Cin);
    input    A, B, Cin;
    output   S, Cout;
    wire     xor11, xor12,xor13, xor14;	 
	wire     xor21, xor22,xor23; 
    nand	nand1(xor11, A, B);
	nand	nand2(xor12, xor11, B);
	nand	nand3(xor13, xor11, A);
	nand	nand4(xor14, xor12, xor13);
	nand	nand5(xor21, xor14, Cin);
	nand	nand6(xor22, xor21, Cin);
	nand	nand7(xor23, xor14, xor21);
	nand	nand8(S, xor22, xor23);  
	nand	nand9(Cout, xor21, xor11);
endmodule
module ripple_carry_adder(S, Cout,A,B,Cin);
	input [3:0] A, B;
    input    Cin;
	output [3:0] S;
    output  Cout;
	wire [2:0] C;
	full_adder adder0(S[0], C[0], A[0], B[0], Cin);
	full_adder adder1(S[1], C[1], A[1], B[1], C[0]);
	full_adder adder2(S[2], C[2], A[2], B[2], C[1]);
	full_adder adder3(S[3], Cout, A[3], B[3], C[2]);
	endmodule
module ripple_carry_adder_32bit(S, Cout,A,B,Cin);
	input [31:0] A, B;
    input    Cin;
	output [31:0] S;
    output  Cout;
	wire [6:0] C;
	ripple_carry_adder adder0(S[3:0]  , C[0], A[3:0]  ,	B[3:0]  , Cin);
	ripple_carry_adder adder1(S[7:4]  , C[1], A[7:4]  ,	B[7:4]  , C[0]);
	ripple_carry_adder adder2(S[11:8] , C[2], A[11:8] ,	B[11:8] , C[1]);
	ripple_carry_adder adder3(S[15:12], C[3], A[15:12], B[15:12], C[2]);
	ripple_carry_adder adder4(S[19:16], C[4], A[19:16], B[19:16], C[3]);
	ripple_carry_adder adder5(S[23:20], C[5], A[23:20], B[23:20], C[4]);
	ripple_carry_adder adder6(S[27:24], C[6], A[27:24], B[27:24], C[5]);
	ripple_carry_adder adder7(S[31:28], Cout, A[31:28], B[31:28], C[6]);
	endmodule
==> results.yml <==
# flow metrics
drt:
  wl_per_cell_um: 13.7
  route.detailed.vias_per_inst: 3.41
  detail_route.wirelength_mm: 2.89
  route.antenna.diode_count: 0
  firstDrtPassIters: 2
  detail-route-antenna-nets: 0
  post-route-drc-count: 0
  drtIter0Drc: 5
  route.vias.total: 716
yosys:
  yosys_cells: 74
  synthesis_warnings: 0
  syn_avg_cell_area_um2: 12.4
  yosys-stat-area_um2: 918
  synth_cell_type_count: 3
  netlist_area_um2: 918
  cells_after_synthesis: 74
  yosys.stat.seqShare_pct: 0
finish:
  number_of_sequential_storage_elements: 0
  fillerInstances: 530
  layout-area-overhead-vs-synth_pct: 90.2
  final.clkbuf_count: 0
  area.combinational_um2: 641
  register_area_um2: 0
  layout-drive-gt1-share_pct: 0
  most-common-layout-cells: "98 x sky130_fd_sc_hd__clkdlybuf4s50_1, 32 x sky130_fd_sc_hd__fa_1, 10 x sky130_fd_sc_hd__inv_1"
  layout_top_cell: "sky130_fd_sc_hd__clkdlybuf4s50_1"
global_route:
  grt_util_all_layers_pct: 6.38
  globalRoute.totalOverflow: 0
  gr-usage-met3_pct: 4.52
  grt_first_pass_wirelength_mm: 4.39
  antenna_found_initial: 0
  first_global_vias: 890
  grt_util_met2_pct: 9.87
  grt-busiest-layer: "met2"
  grt_start_max_net_pins: 2
  met1_usage_pct: 7.61
critical_path:
  timing.critical_path.arrival_ns: 19.71
  slowest_stage: "sky130_fd_sc_hd__clkdlybuf4s50_1"
  cp_common_cell: "sky130_fd_sc_hd__fa_1"
  critical_path.startpoint_type: "input port"
  critical_path_endpoint_category: "output port"
  path_class: "input port to output port"
  cp_slowest_stage_delay_ns: 0.48
  path_max_fanout: 1
  critPathRequiredTime_ns: 24.96
placed_design:
  io_buffers: 98
  dp.final_hpwl_mm: 2.90
  gpl.final_weighted_congestion: 0.802
worst_hold_path:
  hold_depth: 5
  hold_path.class: "input port to output port"
  hold_path_end: "Cout"
  min_delay_src: "B[31]"
die:
  floorplan.initialDensity_pct: 17.9
  floorplan.die.height_um: 93
  floorplan.die_area_um2: 8650
  die.size.x_um: 93
  core-area_um2: 5140
  placementRows: 26
  io_pins: 98
timing:
  maxClockFrequency_mhz: 38.5
  rsz_0062_raised_after_global_routing: "no"
  final_max_slew_viol_count: 0
  finalHoldWorstSlack_ns: 13.54
  max_slew_margin_pct: 92.3
  finalHoldViolations: 0
  setup_violations: 0
  worst-slew-pin-transition_ns: 0.115
  finalCritPeriodShare_pct: 83.2
  setup-tns-final_ns: 0
  final_period_minus_worst_setup_slack_ns: 25.95
flow_run:
  log.warning_count: 32
  max_cap_violations: 0
pwr:
  cellLeakagePower_nw: 0.670
  powerDensity_nw_per_um2: 19.4
  ir_drop_uv: 8.48
clock_tree:
  post_cts_buffers: 0
  cts-resized-gates: 0
  post_cts_hold_buffer_count: 0
outcome:
  status: "complete, no violations"
## critical path, delay by kind of cell
family / cells / cell delay (ns)
adders and majority gates: 32 / 12.29
buffers and inverters: 6 / 1.17
## cells by family after synthesis
group,share of synthesized area [%]
buffers and inverters,30.2
adder cells (fa/ha/maj),69.8
## cells in the mapped netlist, drive strengths merged
cell type | instances | area, um^2
buf | 32 | 240
fa | 32 | 641
inv | 10 | 37.5
## layer usage
metal	routed length [um]	vias to the layer above
met4	0	0
li1	-	312
met1	1150	326
met5	0	-
met3	530	0
met2	1210	78
## through the flow
step | power [mW] | cells | setup slack [ns] | instance area (um^2) | util, %
2_1_floorplan | 0.0167 | 74 | 6.50 | 918 | -
3_3_place_gp | 0.0347 | 210 | 5.26 | 1750 | 34.0
3_5_place_dp | 0.0350 | 210 | 5.18 | 1750 | 34.0
4_1_cts | 0.0352 | 210 | 5.17 | 1750 | 34.0
5_1_grt | 0.0383 | 210 | 4.82 | 1750 | 34.0
6_report | 0.0339 | 210 | 5.25 | 1750 | 34.0
## worst max-delay path by stage
stage         start  endpoint  slack [ns]  depth (start not counted)
CTS            A[0]     S[31]        5.17                         38
global route   A[0]     S[31]        4.82                         38
finish         A[0]     S[31]        5.25                         38
## power breakdown
| part | total [mW] | internal (mW) | switching [mW] | leakage (nW) |
|---|---|---|---|---|
| logic | 0.0339 | 0.0253 | 0.00866 | 0.670 |
| clock network | 0 | 0 | 0 | 0 |
| registers | 0 | 0 | 0 | 0 |
## final cells by class
type / instances / share of cell area, %
Tap cell: 70 / 5.01
Multi-Input combinational cell: 32 / 36.7
Inverter: 10 / 2.15
Timing Repair Buffer: 98 / 56.2
Power figures rest on the tool's default switching activity, not on a simulated workload.
